==> design.v <==
`timescale 1ns / 1ps
module ALU(S,A,B,result);
input wire[3:0] S;
input wire[3:0] A,B;
output reg[4:0] result;
always@(*)
	begin
		case(S)
			4'b0000: result<=A+B;
			4'b0001: result<=A-B;
			4'b0010: result<=A+1;
			4'b0011: result<=A-1;
			4'b0100: result<=A<<1;
			4'b0101: result<=A>>1;
			4'b0110: result<=A&B;
			4'b0111: result<=(A==B)?1:0;
			4'b1000: result<=~A;
			4'b1001: result<={A[2:0],A[3]};
			4'b1010: result<={A[0],A[3:1]};
			4'b1011: result<=(A>B)?1:0;
			4'b1100: result<=(A<B)?1:0;
			4'b1101: result<=A^B;
			4'b1110: result<=~(A^B);
			4'b1111: result<=A|B;
			default: result<=0;
		endcase
	end
endmodule
==> run.sh <==
#!/bin/bash
# OpenROAD 26Q1-2900-gdf79404cd8, Yosys 0.63+post, stock flow scripts
make -C /OpenROAD-flow-scripts/flow DESIGN_CONFIG=/design/flow/config.mk WORK_HOME=/design/flow/orfs finish
==> config.mk <==
export PLATFORM = sky130hd
export DESIGN_NAME = ALU
export DESIGN_NICKNAME = ALU
export VERILOG_FILES = /design/flow/design.v
export SDC_FILE = /design/flow/constraint.sdc
export NUM_CORES = 4
export LEC_CHECK = 1
export CORE_AREA = 10 10 90 90
export DIE_AREA = 0 0 100 100
==> constraint.sdc <==
current_design ALU

set clk_period 4.1
set clk_io_pct 0.2

create_clock -name clk0 -period $clk_period

set non_clock_inputs [all_inputs -no_clocks]
set_input_delay [expr $clk_period * $clk_io_pct] -clock clk0 $non_clock_inputs
set_output_delay [expr $clk_period * $clk_io_pct] -clock clk0 [all_outputs]
==> impl_metrics.toml <==
# physical design summary
[worst_setup_path]
critPathMaxStageDelay_ns = 0.51
cp.required_ns = 3.28
critPathKind = "in2out"
cp-end-kind = "output pin"
critPathArrivalTime_ns = 3.20
cp.buffers_inverters = 4
crit_slowest_cell = "clkdlybuf4s50_1"
crit_chain = "clkdlybuf4s50_1 -> inv_1 -> buf_4 -> ha_1 -> a2111o_1 -> o311a_1 -> a41oi_2 -> clkdlybuf4s50_1"
crit_family = "buffers and inverters"
cp-start-kind = "input pin"
cpMostUsedCell = "clkdlybuf4s50_1"
cp_max_fo = 4

[yosys]
ys_top_cells_by_count = "ha_1, inv_1, nor3_1, o21ai_0, a21oi_1"
topCellsByArea = "ha_1, nor3_1, o21ai_0, inv_1, a21oi_1"
avgSynthCellArea_sq_um = 7.28
top_area_frac = 0.192
largest_area_cell = "ha_1"
most_common_cell = "ha_1"
yosys_warnings = 1
yosys_cells = 152
yosysSeqAreaShare = 0
yosys-stat-area_sq_um = 1110
yosysUniqueCellTypes = 53
syn-cell-area_sq_um = 1110
postSynthCellCount = 152

[floorplan]
io_pins = 17
fp.coreArea_sq_um = 6280
fp-utilization = 0.176
rows = 29
die_h_um = 100
die_area_sq_um = 10000
die_w_um = 100

[routing]
drc_errors = 0
antenna_left = 0
antenna_cells = 0
wire_per_inst_um = 13.6
wl_um = 3600
routed_via_density = 4.80
drtPass1Iterations = 5
first_iter_violations = 115
num_vias = 1271

[sta]
period_used_share = 0.981
max_freq_mhz = 249
relSlewSlack = 0.728
holdWs_ns = 2.48
fin_crit_ns = 4.02
tightest_slew_ns = 0.398
setup_viol = 0
drv_slew = 0
timing.setup.tns_ns = 0
final_hold_viol_count = 0

[placement]
gp_congestion = 0.987
dp.cells = 264
port_buffers = 17
dp_hpwl_um = 2880

[grt]
overflow = 0
grt_pass1_vias = 1246
track_usage = 0.0700
antenna_found_initial = 0
grt_pass1_wl_um = 6000
grt_max_degree = 26

[flow_run]
drv_cap = 0
warnings = 40

[layout]
final_layout_size_suffix_gt1_frac = 0.261
seq_area_sq_um = 0
ff_count = 0
fin_cells = 265
utilization = 0.250
nFillCells = 675
nClkBuffers = 0
syn2layout_area_growth_pct = 42.1

[run_status]
outcome = "finished clean"

[power]
ir_drop_v = 0.0000557
p_leak_nw = 0.654
power_density_nw_per_um2 = 124

[min_path]
min_path_type = "in2out"
[path summary, 6_finish.rpt]
kind,from,to,cells past startpoint
worst max-delay path,B[3],result[0],8
worst min-delay path,A[2],result[3],5
[stage by stage]
step / worst slack [ns] / power (mW) / cell area, sq um
after floorplan: 0.657 / 0.105 / 1110
after global placement: -0.284 / 0.181 / 1490
after detailed placement: -0.280 / 0.181 / 1490
after CTS: 0.0148 / 0.185 / 1520
after global routing: -0.00417 / 0.217 / 1570
final: 0.0788 / 0.195 / 1570
[what timing repair did]
action,in CTS,in global routing
hold buffers,0,0
gates resized,11,10
buffers inserted,1,0
pin swaps,5,5
gates cloned,0,0
endpoints found under the setup margin,3,2
hold endpoints to repair,0,0
[cells by family after synthesis]
kind of cell	after synthesis	share of synthesized area
multiplexers	2	0.0181
XOR/XNOR	5	0.0396
AND/OR/NAND/NOR	45	0.214
adder cells (fa/ha/maj)	19	0.229
buffers and inverters	25	0.130
AND-OR/OR-AND	56	0.370
[where the power goes]
group | switching, mW | total, mW | internal [mW]
sequential | 0 | 0 | 0
combinational | 0.0962 | 0.195 | 0.0992
clock | 0 | 0 | 0
total | 0.0962 | 0.195 | 0.0992
[per-layer routing]
metal	GRT usage	routed length, um	vias up
met5	0	0	-
met1	0.0981	1730	571
li1	-	-	649
met3	0.00763	216	6
met4	0.0109	55	0
met2	0.115	1600	45
[final cells by class]
cell class,count,area (sq um),share of cell area
well taps,77,96.3,0.0613
multi-input cells,127,1040,0.659
repair buffers,45,379,0.241
inverters,16,60.1,0.0382
[cells in the final DEF, fill, tap and decap left out, types with 2 or more instances in the layout]
| cell type | synthesis | final |
|---|---|---|
| a211oi_1 | 4 | 2 |
| nand2_1 | 7 | 6 |
| dlygate4sd2_1 | 0 | 3 |
| a211oi_2 | 0 | 2 |
| nand3_1 | 5 | 5 |
| o221ai_1 | 2 | 2 |
| o21ai_0 | 9 | 8 |
| a21oi_1 | 8 | 8 |
| nor2b_1 | 5 | 4 |
| nand2b_1 | 3 | 3 |
| nor2_1 | 7 | 6 |
| xnor2_1 | 4 | 4 |
| nor3_1 | 9 | 9 |
| inv_2 | 4 | 4 |
| buf_4 | 1 | 28 |
| ha_1 | 17 | 15 |
| a31oi_1 | 3 | 3 |
| mux2i_1 | 2 | 2 |
| a32oi_1 | 2 | 2 |
| o31ai_1 | 2 | 2 |
| o21a_1 | 3 | 3 |
| o22ai_1 | 2 | 2 |
| nand4_1 | 2 | 2 |
| nor2_4 | 1 | 2 |
| inv_1 | 12 | 12 |
| clkdlybuf4s50_1 | 0 | 13 |
Power figures rest on the tool's default switching activity, not on a simulated workload.
